==> ./design.v <==
module spi_sync_ram #(
    parameter MEM_DEPTH = 256,
    parameter ADDR_SIZE = 8
)(
    input  [9:0] din,
    input  clk,
    input  rst_n,  
    input  rx_valid,
    output reg [7:0] dout,
    output reg tx_valid
);
    reg [7:0] mem [MEM_DEPTH-1:0];
    reg [7:0] addr;
    always @(posedge clk) begin
        if(~rst_n) begin
            dout     <= 0;
            tx_valid <= 0;
        end
        else if(rx_valid) begin
            case (din[9:8])
                2'b00 : addr      <= din[7:0];
                2'b01 : mem[addr] <= din[7:0];
                2'b10 : addr      <= din[7:0];
                2'b11 : begin
                    tx_valid  <= 1;
                    dout      <= mem[addr];
                end
            endcase
        end
        else 
            tx_valid <= 0;
    end
endmodule
module spi_slave_if #(
    parameter IDLE      = 3'b000,
    parameter CHK_CMD   = 3'b001,
    parameter WRITE     = 3'b010,
    parameter READ_ADD  = 3'b011,
    parameter READ_DATA = 3'b100
) (
    input            MOSI,       
    input            SS_n,       
    input            clk,
    input            rst_n,
    input      [7:0] tx_data,    
    input            tx_valid,   
    output reg       MISO,       
    output reg [9:0] rx_data,    
    output reg       rx_valid    
);
    (* fsm_encoding = "gray" *)
    reg [2:0] cs, ns;    
    reg [3:0] counter;   
    reg       rd_addr;   
    reg [9:0] data_in;   
    always @(*) begin
        case (cs)
            IDLE:    ns = (SS_n) ? IDLE : CHK_CMD;
            CHK_CMD: begin
                if (~SS_n)
                  if (MOSI) ns = (rd_addr) ? READ_DATA : READ_ADD;
                  else ns = WRITE;
                else ns = IDLE;
            end
            WRITE:   ns = (counter == 10 && SS_n == 1) ? IDLE : WRITE;
            READ_ADD: begin
                if (counter == 10 && SS_n == 1) ns = IDLE;
                else ns = READ_ADD;
            end
            READ_DATA: begin
                if (counter == 11 && SS_n == 1) ns = IDLE;
                else ns = READ_DATA;
            end
            default: ns = IDLE;
        endcase
    end
    always @(posedge clk) begin
        if (~rst_n) begin
            cs      <= IDLE;
            counter <= 3'b0;
            MISO    <= 0;
            rx_data <= 10'b0;
            rd_addr <= 0;
        end 
        else begin
            cs <= ns;
            if (cs == IDLE) counter <= 0;
            if (cs == WRITE || cs == READ_ADD) begin
                if (counter != 10) begin
                    data_in[9-counter] <= MOSI;   
                    counter <= counter + 1;
                end 
                else   
                    rx_data <= data_in;
                if (cs == READ_ADD)
                    rd_addr <= 1;   
            end 
            else if (cs == READ_DATA) begin
                if (counter < 2) begin   
                    data_in[9-counter] <= MOSI;   
                    counter <= counter + 1;
                end  
                else if (tx_valid) begin
                    data_in[7:0] <= tx_data;
                    rd_addr <= 0;
                    counter <= counter + 1;
                end else if (counter == 2)   
                    rx_data <= data_in;      
                else if (counter > 2 && counter < 11) begin
                    MISO    <= data_in[10-counter];  
                    counter <= counter + 1;
                end
            end
        end
    end
    always @(*) begin
        if (((cs == WRITE || cs == READ_ADD) && counter == 10) || (cs == READ_DATA && counter == 2))
            rx_valid = 1;
        else rx_valid = 0;
    end
endmodule
module SPI_slave_top_module(
    input  MOSI,
    input  SS_n,
    input  clk,
    input  rst_n,
    output MISO
);
    wire [9:0] rx_data;
    wire [7:0] tx_data;
    wire rx_valid, tx_valid;
    spi_slave_if SPI_Slave(
        .MOSI(MOSI),
        .SS_n(SS_n),    
        .clk(clk),
        .rst_n(rst_n),
        .tx_data(tx_data),      
        .tx_valid(tx_valid),    
        .MISO(MISO),
        .rx_data(rx_data),      
        .rx_valid(rx_valid)     
    );
    spi_sync_ram RAM(
        .din(rx_data),
        .clk(clk),
        .rst_n(rst_n), 
        .rx_valid(rx_valid),
        .dout(tx_data),
        .tx_valid(tx_valid)
    );
endmodule
==> ./run.sh <==
#!/bin/bash
# OpenROAD 26Q1-2900-gdf79404cd8, Yosys 0.63+post, stock flow scripts
make -C /OpenROAD-flow-scripts/flow DESIGN_CONFIG=/design/flow/config.mk WORK_HOME=/design/flow/orfs finish
==> ./config.mk <==
export PLATFORM = sky130hd
export DESIGN_NAME = SPI_slave_top_module
export DESIGN_NICKNAME = SPI_slave_top_module
export VERILOG_FILES = /design/flow/design.v
export SDC_FILE = /design/flow/constraint.sdc
export NUM_CORES = 4
export LEC_CHECK = 1
export CORE_UTILIZATION = 50
==> ./constraint.sdc <==
current_design SPI_slave_top_module

set clk_period 66.3
set clk_io_pct 0.2

create_clock -name clk0 -period $clk_period [get_ports {clk}]

set non_clock_inputs [all_inputs -no_clocks]
set_input_delay [expr $clk_period * $clk_io_pct] -clock clk0 $non_clock_inputs
set_output_delay [expr $clk_period * $clk_io_pct] -clock clk0 [all_outputs]
==> impl_metrics.ini <==
; implementation run metrics
[grt]
grt_pass1_wl_um = 307000
largest_net_degree_at_the_start_of_global_routing = 110
track_usage_pct = 29.2
grt_antenna_before_repair = 5
grt_overflow_total = 0
number_of_global_route_vias_before_repair = 45200

[status]
run_status = complete, no violations

[synthesis]
top_cell_area_share_pct = 75.4
ys_top_cells_by_area = edfxtp_1 75%, mux4_2 11%, mux2i_1 2.6%, nor2_1 1.4%, o22ai_1 0.84%
synth_top_cell_by_area = edfxtp_1
synth_cells = 4074
synth_adder_area_share_pct = 0.213
ys.flops = 2096
aoi_share_pct = 3.69
post_synth_xor_area_fraction_pct = 0.0745
yosysWarnings = 3
ys_types = 77
postSynth.topFlopCell = edfxtp_1
mean_instance_size_in_the_synthesized_netlist_sq_um = 20.2
edf_count = 2066
muxShareOfSynthArea_pct = 14.5
synth_async_sr_flop_share_pct = 0
synth.cellmix.simpleShare_pct = 3.37
synth.cell_area_sq_um = 82300
synth-cells-yosys = 4074
yosysChipArea_sq_um = 82300
postSynthSeqShare_pct = 76.2
synthTopLogicFamily = multiplexers

[power_and_ir_drop]
irDropWorstVdd_uv = 27.3
p_leak_nw = 29.1
power_density_nw_per_um2 = 28.2

[setup_path]
setup_cp_type = primary input to flip-flop
critical-path-top-cell-by-count = nor2_1
critical_path.cell_chain = clkdlybuf4s50_1 -> buf_4 -> nand4b_1 -> nor2_1 -> nand2_1 -> nor2_1
worst-endpoint-arrival_ps = 16460
critPathRequiredTime_ps = 66750
worst_path_max_delay_cell = nor2_1
setup.worst_path.start_class = primary input
cp-end-kind = flip-flop
regToRegSetupSlack_ps = 61330
peak_fanout_along_the_critical_path = 34
cp_slowest_stage_delay_ps = 750

[timing]
final.min_clock_period_ps = 16010
fraction_of_the_cycle_the_final_worst_path_needs_pct = 24.1
timing.clock.skew_ps = 33.5
slew_headroom_pct = 32.6
fmax_mhz = 62.5
rsz0062_at_grt = no
final_critical_path_setup_slack_ps = 50290
timing_worst_slew_pin_value_ps = 1000
setup_tns_ps = 0
setup_viol = 0
timing.final.hold_violations = 0
maxSlewViolCount = 0

[die]
die_w_um = 408
fp-utilization_pct = 50.5
die-area_sq_um = 166000
core_area_sq_um = 163000
die_h_um = 408
row_count = 148
design.portCount = 5

[hold_path]
holdCritPathClass = flip-flop to flip-flop

[detailed_routing]
initialDrtViolationCount = 2916
drc_errors = 0
remaining_antenna_violation_count_after_routing = 0
postRouteWirelength_um = 213000
routed_via_density = 6.23
first_pass_iters = 7
wl_per_cell_um = 32.6
vias = 40700

[clocking]
h_tree_depth = 4
cts.reportedPaths.clkPinSlew_ps = 60
cts.sink_count = 2096
cts.hold.buffers_added = 0
clock_insertion_delay_at_the_later_pin_of_the_skew_report_ps = 840
cts_made_buffers = 206
cts_tree = built
post_cts_buffers = 0
resize_count_post_cts = 0
clk_path_buf_depth = 3
clockRootBuffer = clkbuf_16

[place]
dp_hpwl_um = 132000
routabilityCongestion = 0.912
placement.io_buffers = 4
placement.setup.worst_slack_ps = 49490

[cells_and_area]
area.growth.synth_to_final_pct = 11.0
drive_gt1_share_pct = 20.9
layout.core_utilization_pct = 56.0

[run]
drv.max_cap_violation_count = 0
warning_count = 35
[per-layer routing]
layer  routed length [um]  global-route usage [%]  vias up  share of wire [%]
met5                  421                    1.87        -               0.20
met4                 7250                    7.67       14                3.4
met3                36500                    22.0      398                 17
met2                98800                    40.5     2941                 46
met1                70100                    39.2    20200                 33
li1                     -                       -    17200                  -
[logic make-up after synthesis]
family                   count (synthesis)
buffers and inverters                  259
flip-flops                            2096
multiplexers                           651
AND-OR/OR-AND                          439
AND/OR/NAND/NOR                        608
adder cells (fa/ha/maj)                 14
XOR/XNOR                                 7
[area by class of cell]
cell class / count / area [sq um]
Clock buffer: 239 / 5280
Fill cell: 12000 / 71700
Sequential cell: 2096 / 62700
Clock inverter: 144 / 1360
Timing Repair Buffer: 148 / 1200
Antenna cell: 3 / 7.51
Inverter: 9 / 33.8
Multi-Input combinational cell: 1719 / 18000
Tap cell: 2175 / 2720
[cells in the final DEF, fill, tap and decap left out, types with 9 or more instances in the layout]
master      synthesis  layout
edfxtp_1         2066    2066
mux4_2            410     410
nor2_1            304     303
mux2i_1           216     216
clkbuf_16           0     206
buf_4              37     138
o22ai_1           111     111
nand2_1           117     109
a22oi_1            77      77
a21oi_1            61      61
clkinv_2            0      48
nand3_1            48      44
clkinv_1            0      41
o21ai_0            39      39
clkbuf_1           76      33
nor2b_1            34      32
dfxtp_1            30      22
nor3_1             20      20
mux4_1             17      17
bufinv_16           0      17
a31oi_1            15      15
o2111ai_1          15      15
o41ai_1            15      15
nor4_1             14      14
o211ai_1           14      14
a221oi_1           14      14
ha_1               14      14
clkinvlp_4          0      13
a211oi_1           11      11
nand4_1            10      10
inv_1               9       9
[through the flow]
stage / instance area [sq um] / hold slack (ps) / power, mW / cells
global route: 91300 / 552 / 2.64 / 6530
detailed placement: 84700 / 506 / 1.46 / 6147
CTS: 91300 / 516 / 2.59 / 6530
finish: 91300 / 517 / 2.58 / 6533
global placement: 84700 / 516 / 1.46 / 6147
floorplan: 82300 / 452 / 1.46 / 4074
[critical path: cells and delay by family]
kind,cells,cell delay [ps]
AND/OR/NAND/NOR,4,2400
buffers and inverters,2,760
[cells in the mapped netlist, types with 41 or more instances]
master / n
nand3_1: 48
buf_6: 41
a21oi_1: 61
nor2_1: 304
mux2i_1: 216
clkbuf_1: 76
buf_2: 69
nand2_1: 117
mux4_2: 410
a22oi_1: 77
o22ai_1: 111
edfxtp_1: 2066
[flip-flops by register name (all words and copies together) (netlist names)]
register           cells
RAM.addr               8
SPI_Slave.rx_data     10
SPI_Slave.counter      4
RAM.mem             2048
SPI_Slave.MISO         1
RAM.tx_valid           1
SPI_Slave.cs           5
RAM.dout               8
SPI_Slave.data_in     10
SPI_Slave.rd_addr      1
[where the power goes]
| part | switching [mW] | internal (mW) |
|---|---|---|
| sequential | 0.000371 | 1.43 |
| clock | 0.498 | 0.641 |
| combinational | 0.00152 | 0.00118 |
[path summary, 6_finish.rpt]
path,cells past startpoint,to,start
setup / recovery,6,RAM.mem[196][1],rst_n
hold / removal,2,SPI_Slave.cs[3],SPI_Slave.cs[0]
setup reg to reg,11,RAM.dout[2],RAM.addr[3]
hold reg to reg,2,SPI_Slave.cs[3],SPI_Slave.cs[0]
Power and IR drop assume default switching activity.
